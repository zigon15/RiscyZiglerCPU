File: flow/design.v
`timescale 1ns / 1ps
module UartPheriph #(
    parameter ADDR_WIDTH = 16,
    parameter ADDR_BITS_PER_CHUCK = 6,
    parameter ADDR_BLOCK = 0
    )(
    input i_Clk,
    input i_Rst,
    output o_UART_TX,
    input [ADDR_WIDTH-1: 0] i_Addr,
    output [31:0] o_RD,
    input i_WE,
    input [3:0] i_ByteEn,
    input [31:0] i_WD
    );
    reg [31:0] r_RD = 0;
    assign o_RD = w_Sel? r_RD: 32'bz;
    wire w_TXIdle;
    reg r_TXEn = 1'b0;
    wire w_Sel = (i_Addr[ADDR_WIDTH-1 :ADDR_BITS_PER_CHUCK] == ADDR_BLOCK)? 1: 0;
    wire [ADDR_BITS_PER_CHUCK-1:0] w_Addr = i_Addr[ADDR_BITS_PER_CHUCK-1:0];
    reg [15:0] r_Reg_ClksPerBit = 0;
    reg [7:0] r_Reg_DataWR = 0;
    reg [7:0] r_Reg_DataRD = 0;
    parameter p_REG_ADDR_CTRL   = 0;
    parameter p_REG_ADDR_DATA   = 1;
    UartTx TX(
        .i_Clk(i_Clk),
        .i_Rst(i_Rst),
        .o_UART_TX(o_UART_TX),
        .i_ClksPerBit(r_Reg_ClksPerBit),
        .i_TxEn(r_TXEn),
        .i_Data(r_Reg_DataWR[7:0]),
        .o_Idle(w_TXIdle)
    );
    always @(posedge i_Clk)begin
        if(i_Rst)begin
            r_RD <= 0;
            r_TXEn <= 0;
            r_Reg_ClksPerBit <= 0;
            r_Reg_DataWR <= 0;
            r_Reg_DataRD <= 0;
        end else begin
            r_TXEn <= 1'b0;
            if (w_Sel) begin
                if(i_WE)begin
                    case (w_Addr)
                        p_REG_ADDR_CTRL:begin
                            r_Reg_ClksPerBit[7:0]  = i_ByteEn[0]? i_WD[7:0] : r_Reg_ClksPerBit[7:0];
                            r_Reg_ClksPerBit[15:8] = i_ByteEn[1]? i_WD[15:8]: r_Reg_ClksPerBit[15:8];
                        end
                        p_REG_ADDR_DATA:begin
                            if(i_ByteEn[0])begin
                                r_Reg_DataWR <= i_WD[7:0];
                                r_TXEn <= 1'b1;
                            end
                        end
                    endcase
                end else begin
                    case (w_Addr)
                        p_REG_ADDR_CTRL:begin
                            r_RD <= {15'b0, w_TXIdle, r_Reg_ClksPerBit};
                        end
                        p_REG_ADDR_DATA:begin
                            r_RD <= {24'b0, r_Reg_DataRD};
                        end
                        default:begin
                            r_RD <= 0;
                        end
                    endcase
                end
            end
        end
    end
endmodule
`timescale 1ns / 1ps
module UartTx (
    input i_Clk,
    input i_Rst,
    output reg o_UART_TX,
    input [15:0] i_ClksPerBit,
    input i_TxEn,
    input [7:0] i_Data,
    output reg o_Idle,
    output reg o_Done
    );
    initial begin
        o_UART_TX <= 1'b1;
        o_Idle <= 1'b1;
        o_Done <= 1'b0;
    end
    reg [15:0] r_ClksPerBitCounter = 16'b0;
    reg [2:0] r_BitCounter = 3'b0;
    localparam TX_STATE_SIZE = 2;
    localparam TX_WAIT      = 0,
               TX_START_BIT = 1,
               TX_DATA      = 2,
               TX_STOP      = 3;
    reg [TX_STATE_SIZE-1:0] TXState = TX_WAIT;
    always @(posedge i_Clk)begin
        if(i_Rst)begin
            o_UART_TX <= 1'b1;
            o_Idle <= 1'b1;
            o_Done <= 1'b0;
            r_ClksPerBitCounter <= 16'b0;
            r_BitCounter <= 3'b0;
            TXState <= TX_WAIT;
        end else begin
            case (TXState)
                TX_WAIT:begin
                    o_UART_TX <= 1;
                    o_Done <= 0;
                    r_ClksPerBitCounter <= 0;
                    r_BitCounter <= 0;
                    if(i_TxEn == 1)begin
                        o_Idle <= 0;
                        TXState <= TX_START_BIT;
                    end else begin
                        o_Idle <= 1;
                    end
                end
                TX_START_BIT:begin
                    o_UART_TX <= 0;
                    if(r_ClksPerBitCounter < i_ClksPerBit - 1)begin
                        r_ClksPerBitCounter <= r_ClksPerBitCounter + 1;
                    end else begin
                        r_ClksPerBitCounter <= 0;
                        TXState <= TX_DATA;
                    end
                end
                TX_DATA:begin
                    o_UART_TX <= i_Data[r_BitCounter];
                    if(r_ClksPerBitCounter < i_ClksPerBit - 1)begin
                        r_ClksPerBitCounter <= r_ClksPerBitCounter + 1;
                    end else begin
                        r_BitCounter <= r_BitCounter + 1;
                        r_ClksPerBitCounter <= 0;
                        if(r_BitCounter == 7)begin
                            r_BitCounter <= 0;
                            TXState <= TX_STOP; 
                        end
                    end
                end
                TX_STOP:begin
                    o_UART_TX <= 1;
                    if(r_ClksPerBitCounter < i_ClksPerBit - 1)begin
                        r_ClksPerBitCounter <= r_ClksPerBitCounter + 1;
                    end else begin
                        r_ClksPerBitCounter <= 0;
                        o_Done <= 1;
                        o_Idle <= 1;
                        TXState <= TX_WAIT;
                    end
                end
            endcase
        end
    end
endmodule
File: flow/config.mk
export PLATFORM = sky130hd
export DESIGN_NAME = UartPheriph
export DESIGN_NICKNAME = UartPheriph
export VERILOG_FILES = /design/flow/design.v
export SDC_FILE = /design/flow/constraint.sdc
export NUM_CORES = 4
export LEC_CHECK = 1
export CORE_UTILIZATION = 40
File: flow/constraint.sdc
current_design UartPheriph

set clk_period 5.5
set clk_io_pct 0.2

create_clock -name clk0 -period $clk_period [get_ports {i_Clk}]

set non_clock_inputs [all_inputs -no_clocks]
set_input_delay [expr $clk_period * $clk_io_pct] -clock clk0 $non_clock_inputs
set_output_delay [expr $clk_period * $clk_io_pct] -clock clk0 [all_outputs]
File: flow/run.sh
#!/bin/bash
# OpenROAD 26Q1-2900-gdf79404cd8, Yosys 0.63+post, stock flow scripts
make -C /OpenROAD-flow-scripts/flow DESIGN_CONFIG=/design/flow/config.mk WORK_HOME=/design/flow/orfs finish
==> impl_metrics.ini <==
; implementation run metrics
[grt]
antenna_found_initial = 0
gr-total-overflow = 0
grt_pass1_wl_um = 12100
grt_usage_pct = 17.9
first_global_vias = 2505
grt_max_degree = 55

[setup_path]
worstReg2RegStart = r_Reg_ClksPerBit[2]$_SDFFE_PP0P_
arrival_ns = 3.86
cp-end-kind = flop
critPathMaxFanout = 15
worstReg2RegEnd = TX.r_ClksPerBitCounter[9]$_SDFF_PP0_
crit_type = reg2reg
crit_required_ns = 5.70
rrSetupSlack_ns = 1.83
reg2reg_depth = 13
crit_path_start_kind = flop

[sta]
fmax_mhz = 273
report.final.slew_viol_count = 0
fin_tns_setup_ns = 0
finalCriticalPeriod_ns = 3.67
skew_ns = 0.00679
hold_viol = 0
finalSetupViolCount = 0
maxSlewHeadroom_pct = 55.7
rsz0062_at_grt = false
fin_crit_sh_pct = 66.7
tightest_slew_ns = 0.665

[place]
place_congestion = 0.835
dpl.hpwl_um = 5260
port_buffers = 54

[power]
vdd_drop_max_mv = 0.126
powerDensity_nw_per_um2 = 235
power.leakage_nw = 1.59

[die]
fp.dieW_um = 94.4
die_height_um = 94.4
row_count = 33
die_area_um2 = 8900
core_um2 = 8220
ios = 88
floorplan.core_util_pct = 41.5

[cts]
cts.clk_slew.worst_paths_ns = 0.07
post_cts_buffers = 0
cts_made_buffers = 9
clk-insertion-delay-late_ns = 0.34
cts_sinks = 65
cts-root-buf = clkbuf_8
clockBufferDepth = 2
ctsResizeCount = 0
hold_buffers = 0
h-tree-depth = 3
cts_tree = built

[layout]
layout.cells.most_common = nor2_1
regArea_um2 = 1300
area_delta_synth_final_pct = 21.7
comb_area_um2 = 1940
drive_gt1_share_pct = 7.66
final_util_pct = 50.6
lay_top_cells = nor2_1, dfxtp_1, clkdlybuf4s50_1
fillers = 746

[synth]
ys_types = 46
synthesis.instances = 376
synth-async-reset-ratio_pct = 0
avgSynthCellArea_um2 = 9.07
yosysChipArea_um2 = 3410
ys.flop_type = dfxtp_1
yosysWarnings = 3
yosysSeqAreaShare_pct = 38.1
yosys_cells = 376
ys_ff = 65
synth_area_um2 = 3410
edf_count = 0

[worst_hold_path]
min_from = TX.r_ClksPerBitCounter[0]$_SDFF_PP0_
min_path_type = reg2reg
min_to = TX.r_ClksPerBitCounter[0]$_SDFF_PP0_
hold_depth = 1

[detailed_routing]
ant_nets = 0
num_vias = 2679
dr.pass1.iters = 6
post_drt_wl_per_cell_um = 13.6
drt_iter0_drc = 132
wirelength_um = 7270
drc = 0
diodes = 0
vias_per_cell = 5.00

[flow_run]
log.warning_count = 46
maxCapViolCount = 0

[status]
status = finished, final reports clean
==> registers in the layout, summed over array words and instances (netlist names) <==
| register | flops |
|---|---|
| r_TXEn | 1 |
| TX.o_Idle | 1 |
| r_Reg_DataWR | 8 |
| r_Reg_ClksPerBit | 16 |
| r_RD | 17 |
| TX.o_UART_TX | 1 |
| TX.r_BitCounter | 3 |
| TX.TXState | 2 |
| TX.r_ClksPerBitCounter | 16 |
==> synthesized netlist by cell type, drive strengths merged (4+ instances only) <==
cell / number / share of area [%]
a21oi: 6 / 0.88
a22oi: 18 / 4.0
and3: 8 / 1.5
buf: 25 / 5.0
clkbuf: 7 / 0.77
dfxtp: 65 / 38
ha: 23 / 8.4
inv: 8 / 0.88
mux2i: 24 / 7.0
nand2: 13 / 1.4
nand3: 11 / 1.6
nand4: 7 / 1.7
nor2: 74 / 8.4
nor3: 10 / 1.5
nor4: 6 / 1.5
o21ai: 9 / 1.4
or2: 4 / 0.81
or3: 4 / 1.0
xnor2: 16 / 4.1
xor2: 11 / 2.8
==> where the power goes <==
part | switching, W | internal, W | total, W
Sequential | 0.00000546 | 0.000478 | 0.000484
Clock | 0.000175 | 0.000221 | 0.000396
Combinational | 0.0000473 | 0.0000479 | 0.0000952
Total | 0.000227 | 0.000747 | 0.000975
==> metal layers <==
layer	up-vias	part of all wire (%)	track usage (%)
met5	-	0	0
met4	0	0.73	2.05
met3	4	4.5	4.25
met2	58	45	25.9
met1	1230	50	28.6
li1	1387	-	-
==> layout make-up <==
class | instances | share of cell area [%]
Sequential cell | 65 | 31.3
Timing Repair Buffer | 57 | 13.4
Multi-Input combinational cell | 285 | 46.8
Tap cell | 105 | 3.16
Clock inverter | 3 | 0.964
Inverter | 8 | 0.723
Clock buffer | 13 | 3.58
==> critical path, cell delays in order (launching register included) <==
cell	delay (ns)
dfxtp_1	0.37
nor2_4	0.17
nand3_1	0.11
or3_4	0.35
or4_4	0.46
nor3_1	0.25
xnor2_1	0.12
ha_1	0.31
nand4_1	0.14
nor2_1	0.17
nand3_1	0.10
and3_1	0.29
o21ai_2	0.56
nor2_1	0.11
==> logic make-up after synthesis <==
| group | after synthesis | share of synthesized area, % |
|---|---|---|
| AND-OR/OR-AND | 46 | 9.42 |
| XOR/XNOR | 27 | 6.93 |
| adder cells (fa/ha/maj) | 23 | 8.43 |
| buffers and inverters | 40 | 6.60 |
| flip-flops | 65 | 38.1 |
| multiplexers | 27 | 8.69 |
| other | 1 | 0.110 |
| AND/OR/NAND/NOR | 147 | 21.7 |
==> metrics by stage <==
stage / power [W] / instances / setup WS (ns) / instance area, um2 / hold WS [ns]
after floorplan: 0.000551 / 390 / 2.21 / 3460 / 0.427
after global placement: 0.000591 / 520 / 1.87 / 3970 / 0.449
after detailed placement: 0.000590 / 520 / 1.86 / 3970 / 0.458
after CTS: 0.000992 / 536 / 1.80 / 4150 / 0.475
after global routing: 0.00103 / 536 / 1.48 / 4150 / 0.480
final: 0.000975 / 536 / 1.83 / 4150 / 0.474
==> worst max-delay path by stage <==
stage / from / end
final: r_Reg_ClksPerBit[2]$_SDFFE_PP0P_ / TX.r_ClksPerBitCounter[9]$_SDFF_PP0_
after global routing: r_Reg_ClksPerBit[2]$_SDFFE_PP0P_ / TX.r_ClksPerBitCounter[7]$_SDFF_PP0_
after CTS: r_Reg_ClksPerBit[2]$_SDFFE_PP0P_ / TX.r_ClksPerBitCounter[7]$_SDFF_PP0_
Power and IR drop assume default switching activity.
