===== /design/flow/design.v =====
`timescale 1ns / 1ps
module InstructionReg(
    input i_Clk,
    input i_Rst,
    input i_Wr,
    input [31:0] i_Data,
    output [31:0] o_Instruction
    );
    assign o_Instruction = i_Wr? i_Data: r_Instruction;
    reg [31:0] r_Instruction = 0;
    always @(posedge i_Clk) begin
        if(i_Rst)begin
            r_Instruction <= 0;
        end else begin
            if(i_Wr)begin
                r_Instruction <= i_Data;
            end
        end
    end
endmodule

===== /design/flow/run.sh =====
#!/bin/bash
# OpenROAD 26Q1-2900-gdf79404cd8, Yosys 0.63+post, stock flow scripts
make -C /OpenROAD-flow-scripts/flow DESIGN_CONFIG=/design/flow/config.mk WORK_HOME=/design/flow/orfs finish

===== /design/flow/constraint.sdc =====
current_design InstructionReg

set clk_period 1.0
set clk_io_pct 0.2

create_clock -name clk0 -period $clk_period [get_ports {i_Clk}]

set non_clock_inputs [all_inputs -no_clocks]
set_input_delay [expr $clk_period * $clk_io_pct] -clock clk0 $non_clock_inputs
set_output_delay [expr $clk_period * $clk_io_pct] -clock clk0 [all_outputs]

===== /design/flow/config.mk =====
export PLATFORM = sky130hd
export DESIGN_NAME = InstructionReg
export DESIGN_NICKNAME = InstructionReg
export VERILOG_FILES = /design/flow/design.v
export SDC_FILE = /design/flow/constraint.sdc
export NUM_CORES = 4
export LEC_CHECK = 1
export CORE_UTILIZATION = 30

==> qor.csv <==
stage,metric,value,unit
run_status,outcome,finished with violations,
run_status,failing checks,negative setup slack,
critical_path,crit path max fanout,8,
critical_path,R2R setup slack,0,ps
critical_path,crit path cell chain,buf_12 -> buf_12 -> buf_12 -> mux2_4 -> buf_2,
final_timing,Final min period,1190,ps
critical_path,Reg2Reg Depth,4,
layout,fraction of layout instances using a drive strength above 1,52.0,%
routing,DRC,0,
min_path,Worst Hold Depth,3,
flow_run,max capacitance violation total,0,
final_timing,Final period util,119,%
final_timing,Slew @ Worst Pin,144,ps
grt,vias in the first global route,1070,
clock_tree,"Reg clk slew, reported paths",60,ps
final_timing,final hold viol count,0,
grt,initial antenna violation count,0,
critical_path,R2R Path End,r_Instruction[8]$_SDFF_PP0_,
die,core outline area,4380,um2
critical_path,Worst Path Required,800,ps
yosys,Synth Instances,103,
final_timing,fmax,837,MHz
power_and_ir_drop,Peak supply drop,0.873,mV
yosys,"Registers, synthesis",32,
placement,gpl congestion,0.731,
clock_tree,Sink Count,32,
critical_path,crit start category,input pin,
grt,largest net degree at the start of global routing,22,
critical_path,Worst setup EP type,output pin,
yosys,"Seq share, synth",46.8,%
routing,post-route ant nets,0,
grt,first-pass GRT wire length,4970,um
final_timing,RSZ-0062 raised after global routing,yes,
grt,GRT overflow,0,
placement,pre-CTS setup slack,-492,ps
critical_path,critical path's top delay family,buffers and inverters,
power_and_ir_drop,cell area power density,1290,nW/um2
layout,Largest register FFs,32,
die,Die Wd,69.6,um
yosys,Post-Syn Area,1370,um2
final_timing,setup TNS,-5540,ps
routing,Pre-antenna DRT Iters,3,
critical_path,reg-to-reg startpoint,r_Instruction[8]$_SDFF_PP0_,
yosys,"Chip Area, Yosys",1370,um2
placement,post-placement cell area,2100,um2
die,Init Core Util,31.2,%
layout,final core utilization,53.9,%
final_timing,setup violators final,33,
final_timing,final clock skew,0,ps
routing,vias post-DR,1064,
routing,final wirelength,3060,um
critical_path,Crit Path Category,input pin to output pin,
die,Boundary Pins,67,
clock_tree,Clock Latency Late Sink,270,ps
routing,Antenna Cells,0,
final_timing,final setup margin,-194,ps
placement,Inst Count DP,218,
critical_path,Worst EP arrival,990,ps
routing,via density per instance,4.26,
clock_tree,clock root buffer,clkbuf_8,
critical_path,slowest CP cell,mux2_4,
final_timing,relative slew slack,90.4,%
layout,area grow syn2layout,72.4,%
grt,total track usage,12.8,%
critical_path,critical path's largest stage delay,290,ps
layout,"Most flops, register",r_Instruction,
die,Rows,24,
critical_path,most frequent CP cell,buf_12,
layout,Top Registers,r_Instruction: 32 flops,
clock_tree,buffer depth of the longest clock path,2,
min_path,hold_sp,i_Data[30],
flow_run,tool warning count,27,
critical_path,Crit path buffers/inverters,4,
yosys,distinct lib cells,6,
layout,final instance area,2360,um2
yosys,synthesis warning total,1,
power_and_ir_drop,cell leakage power,1.18,nW
yosys,post-synthesis cell count from yosys,103,
routing,initial drt markers,30,
clock_tree,CTS tree,built,
routing,routed len/inst,12.2,um
min_path,Hold Crit Class,input pin to register,
clock_tree,Num CTS Buffers,5,
placement,DP HPWL,1890,um
clock_tree,H-Tree Depth,2,
min_path,hold endpoint,r_Instruction[30]$_SDFF_PP0_,
die,DIE AREA,4840,um2
clock_tree,Hold Buf Count CTS,0,
yosys,syn avg cell area,13.3,um2
layout,post-route insts no fill,250,
placement,Port Buffers,66,
die,Die H,69.6,um
final_timing,Final Max Slew Viols,0,
-- worst min-delay path: cells and delay by family --
kind                   cells  cell delay, ps
AND/OR/NAND/NOR            1             110
multiplexers               1             140
buffers and inverters      1              80
-- placed cells by master (no fill, tap or decap) --
cell type / Yosys / layout
buf_12: 0 / 8
buf_16: 0 / 1
buf_2: 0 / 30
buf_4: 0 / 9
buf_6: 4 / 11
buf_8: 0 / 2
clkbuf_1: 3 / 2
clkbuf_8: 0 / 6
clkdlybuf4s50_1: 0 / 12
dfxtp_1: 32 / 29
dfxtp_2: 0 / 3
dlygate4sd2_1: 0 / 18
dlymetal6s2s_1: 0 / 3
mux2_4: 30 / 32
nor2b_1: 32 / 31
nor2b_4: 0 / 1
-- per-stage QoR --
| stage | hold WS [ps] | power [W] |
|---|---|---|
| 3_5_place_dp | 572 | 0.00204 |
| 2_1_floorplan | 272 | 0.00167 |
| 5_1_grt | 316 | 0.00321 |
| 6_report | 287 | 0.00306 |
| 4_1_cts | 385 | 0.00307 |
| 3_3_place_gp | 567 | 0.00204 |
-- cells in the mapped netlist, drive strengths merged --
cell type | number | share of area (%)
dfxtp | 32 | 47
buf | 4 | 3.3
clkbuf | 3 | 0.82
mux2 | 32 | 35
nor2b | 32 | 15
-- logic make-up (layout without fill, tap and decap cells) --
group	after synthesis	after routing	synth area share, %
multiplexers	32	32	34.5
flip-flops	32	32	46.8
AND/OR/NAND/NOR	32	32	14.6
buffers and inverters	7	102	4.11
-- worst max-delay path by stage --
stage | startpoint | slack [ps] | depth (start not counted) | to
after CTS | i_Wr | -200 | 5 | o_Instruction[26]
after global routing | i_Wr | -210 | 5 | o_Instruction[20]
final | i_Wr | -190 | 5 | o_Instruction[26]
-- per-layer routing --
layer / up-vias / share of wire (%) / global-route usage [%]
li1: 523 / - / -
met1: 496 / 49 / 19.7
met2: 38 / 41 / 18.1
met3: 7 / 7.9 / 4.42
met4: 0 / 1.5 / 1.81
met5: - / 0 / 0
-- area by class of cell --
cell class / count / area [um2]
Multi-Input combinational cell: 64 / 688
Clock buffer: 8 / 90.1
Timing Repair Buffer: 94 / 875
Fill cell: 368 / 2020
Tap cell: 52 / 65.1
Sequential cell: 32 / 644
-- report_power, final --
part	internal (W)	switching (W)	total, W	leakage [nW]
registers	0.00135	0.0000200	0.00137	0.265
clock network	0.000560	0.000441	0.00100	0.0455
logic	0.000502	0.000182	0.000684	0.864
total	0.00241	0.000643	0.00306	1.18
-- repair_timing --
action                                  in CTS  in global routing
endpoints found under the setup margin      32                 32
gates resized                              135                  8
setup buffers                               19                  4
pin swaps                                    0                  0
cloned                                       1                  0
Power figures rest on the tool's default switching activity, not on a simulated workload.
