**run.sh**
```bash
#!/bin/bash
# OpenROAD 26Q1-2900-gdf79404cd8, Yosys 0.63+post, stock flow scripts
make -C /OpenROAD-flow-scripts/flow DESIGN_CONFIG=/design/flow/config.mk WORK_HOME=/design/flow/orfs finish
```
**config.mk**
```make
export PLATFORM = sky130hd
export DESIGN_NAME = ProgramCounter
export DESIGN_NICKNAME = ProgramCounter
export VERILOG_FILES = /design/flow/design.v
export SDC_FILE = /design/flow/constraint.sdc
export NUM_CORES = 4
export LEC_CHECK = 1
export CORE_UTILIZATION = 50
```
**constraint.sdc**
```tcl
current_design ProgramCounter

set clk_period 1.0
set clk_io_pct 0.2

create_clock -name clk0 -period $clk_period [get_ports {i_Clk}]

set non_clock_inputs [all_inputs -no_clocks]
set_input_delay [expr $clk_period * $clk_io_pct] -clock clk0 $non_clock_inputs
set_output_delay [expr $clk_period * $clk_io_pct] -clock clk0 [all_outputs]
```
**design.v**
```verilog
`timescale 1ns / 1ps
module ProgramCounter #(
    parameter INITAL_PC_VALUE = 0
    )(
    input i_Clk,
    input i_Rst,
    output [31:0] o_PC,
    output [31:0] o_PrevPC,
    input i_EN,
    input [31:0] i_NewPC
    );
    reg [31:0] r_PC = INITAL_PC_VALUE;
    reg [31:0] r_OldPC = 32'b0;
    assign o_PC = r_PC;
    assign o_PrevPC = r_OldPC;
    always @(posedge i_Clk) begin
        if(i_Rst)begin
            r_PC <= INITAL_PC_VALUE;
            r_OldPC <= 32'b0;
        end else begin
            if(i_EN)begin
                r_PC <= i_NewPC;
                r_OldPC <= r_PC;
            end
        end
    end
endmodule
```
==> reports/results.ini <==
[sta]
finalHoldViolCount=0
worstMarginPinSlew_ns=0.225
final.setup.worst_slack_ns=0.0464
fin_crit_ns=0.954
setup_viol=0
finalClockPeriodUsage=0.954
slew_viol_final=0
skew_ns=0.00658
relSlewSlack=0.850
rsz0062_at_grt=no
holdWs_ns=0.287
timing.fmax_mhz=1050

[floorplan]
fp.dieW_um=69.7
die_area_um2=4860
fp_util=0.523
core_um2=4380
dieHeight_um=69.7
num_rows=24
io_pins=99

[worst_hold_path]
min_from=i_Rst
hold_path_class=input pin to flip-flop
hold_depth=3
hold_end=r_PC[26]

[critical_path]
cp_cell_sequence=buf_2
slowest_delay_ns=0.33
cpMaxStageDelayCell=dfxtp_2
worstSetupEndpointType=primary output
critPathTopFamily=flip-flops
r2r-start=r_PC[18]
rr_endpoint=r_PC[18]
worstRegToRegCells=4
cp.arrival_ns=0.75
startpoint_type=flip-flop
required_ns=0.80
crit_buf_inv=1
cp_max_fo=3
worst-r2r-setup-slack_ns=0.12
criticalPathCategory=flip-flop to primary output

[grt]
grt_pass1_vias=1857
antenna_found_initial=0
grt_usage=0.215
grt-ovfl-total=0
grt_pass1_wl_mm=8.29
grt_max_degree=51

[route]
vias=1876
drt_iter0_drc=64
wl_per_cell_um=12.2
wl_mm=4.92
num_antenna_cells=0
drc=0
vias_per_cell=4.64
first_pass_iters=3
postRouteAntennaNets=0

[synth]
synth_seq_share=0.559
yosys_warnings=1
ys_cells=206
synthDistinctLibCells=7
top_cell_area_share=0.559
synthTopCellsByArea=dfxtp_1, mux2i_1, nor2_1
syn_inst=206
ys_seq_elements=64
avgSynthCellArea_um2=11.1
synth_area_um2=2290
top_area_cell=dfxtp_1
yosys_area_um2=2290

[place]
numPortBuffers=98
dp_worst_setup_slack_ns=-0.00964
place_inst=373
place_hpwl_mm=3.16
routabilityCongestion=0.763

[cells_and_area]
comb_area_um2=881
fin_cells=404
lay_top_cells=buf_2, mux2i_1, nor2_1, dfxtp_2, buf_4
num-fill-cells=278
seqCellArea_um2=1360
drive_gt1_frac=0.543
postLayoutCoreUtil=0.818
layout_top_cell=buf_2
area_delta_synth_final_pct=56.5

[clocking]
postCtsHoldBufs=0
htree_levels=3
clk-insertion-delay-late_ns=0.32
cts_sinks=64
cts_buffers=9
cts_buffer_depth=2
root_buffer=clkbuf_8
cts_tree=built
clk_pin_slew_ns=0.07

[power_and_ir_drop]
ir_drop_mv=1.10
p_per_area_nw_per_um2=1610
leakage_uw=0.00188
clockPowerShare=0.401
power_frac_seq=0.475
swShare=0.208
combPwrFrac=0.124
totalPowerFinal_uw=5780
internal_power_uw=4580
switchingPower_uw=1200

[job]
warnings=26
maxCapViolations=0

[outcome]
status=completed

-- state kept, by name, indices dropped and copies added, names as in the netlist --
signal,cells
r_PC,32
r_OldPC,32
-- cells in the mapped netlist (all sizes together) --
| cell | count |
|---|---|
| buf | 13 |
| mux2i | 64 |
| clkbuf | 1 |
| nor2 | 64 |
| dfxtp | 64 |
-- worst max-delay path by stage --
stage / start / endpoint / slack, ns / cells after the start
CTS: r_OldPC[4] / o_PrevPC[4] / 0.03 / 1
global route: r_PC[2] / o_PC[2] / 0.007 / 1
finish: r_PC[2] / o_PC[2] / 0.05 / 1
-- stage by stage --
step,area [µm²],TNS (ns)
finish,3590,0
global route,3590,0
CTS,3590,0
detailed placement,3500,-0.0226
global placement,3500,-0.0114
floorplan,2290,0
-- layout make-up --
class | count | share of cell area
flip-flops and latches | 64 | 0.380
multi-input cells | 128 | 0.246
well taps | 52 | 0.0181
clock buffers | 14 | 0.0509
repair buffers | 144 | 0.296
clock inverters | 2 | 0.00977
-- metal layers --
metal / GRT usage / vias to the layer above / part of all wire
li1: - / 966 / -
met1: 0.323 / 841 / 0.47
met2: 0.337 / 61 / 0.44
met3: 0.0501 / 8 / 0.071
met4: 0.0422 / 0 / 0.015
met5: 0 / - / 0
-- cell families (layout without fill, tap and decap cells) --
| logic type | count (synthesis) | in the layout | share of synthesized area |
|---|---|---|---|
| buf+inv | 14 | 160 | 0.0563 |
| mux | 64 | 64 | 0.280 |
| flops | 64 | 64 | 0.559 |
| simple gates | 64 | 64 | 0.105 |
-- power by group through the flow --
stage	clock network [µW]	logic, µW	registers [µW]
after CTS	2360	726	2750
final	2320	718	2750
after global routing	2480	785	2760
-- what timing repair did --
item,CTS,global route
endpoints found under the setup margin,64,0
buffers inserted,15,0
gates resized,256,0
No activity file was given, so power comes from the tool's default toggle rates.
